==> flow/design.v <==
`timescale 1ns/1ns
module fsm (
    input Crystal, nSysReset,
    input [1:2] Buttons,
    output reg WatchRunning, WatchReset
  );
    localparam [8:0] zero = 8'b1,
	                  start = 8'b10,
							running = 8'b100,
							stop = 8'b1000,
							stopped = 8'b10000,
							reset = 8'b100000;
	 reg [8:0] state;
	 always @(posedge Crystal, negedge nSysReset) begin
	     if (nSysReset == 0) begin
		      state <= zero;
		      WatchRunning <= 0;
				WatchReset <= 0;
		  end
		  else
	     case (state)
		      zero : if (Buttons[1] == 1) begin
				           state <= start;
							  WatchRunning <= 1;
							  WatchReset <= 0;
						 end
						 else if (Buttons[1] == 0) begin
						     WatchRunning <= 0;
							  WatchReset <= 0;
						 end
				start : if (Buttons == 2'b00) begin
				            state <= running;
							   WatchRunning <= 1;
							   WatchReset <= 0;
						  end
				running : if (Buttons[1] == 1) begin
				              state <= stop;
								  WatchRunning <= 0;
							     WatchReset <= 0;
							 end
				stop : if (Buttons == 2'b00) begin
				           state <= stopped;
							  WatchRunning <= 0;
							  WatchReset <= 0;
						 end
				stopped : if (Buttons == 2'b01) begin
				              state <= reset;
				              WatchRunning <= 0;
							     WatchReset <= 1;
							 end
							 else if (Buttons[1] == 1) begin
							     state <= start;
								  WatchRunning <= 1;
							     WatchReset <= 0;
							 end
				reset : if (Buttons == 2'b00) begin
				            state <= zero;
								WatchRunning <= 0;
							   WatchReset <= 0;
						  end
		  endcase
	 end
endmodule
==> flow/run.sh <==
#!/bin/bash
# OpenROAD 26Q1-2900-gdf79404cd8, Yosys 0.63+post, stock flow scripts
make -C /OpenROAD-flow-scripts/flow DESIGN_CONFIG=/design/flow/config.mk WORK_HOME=/design/flow/orfs finish
==> flow/config.mk <==
export PLATFORM = sky130hd
export DESIGN_NAME = fsm
export DESIGN_NICKNAME = fsm
export VERILOG_FILES = /design/flow/design.v
export SDC_FILE = /design/flow/constraint.sdc
export NUM_CORES = 4
export LEC_CHECK = 1
export CORE_AREA = 10 10 70 70
export DIE_AREA = 0 0 80 80
==> flow/constraint.sdc <==
current_design fsm

set clk_period 3.2
set clk_io_pct 0.2

create_clock -name clk0 -period $clk_period [get_ports {Crystal}]

set non_clock_inputs [all_inputs -no_clocks]
set_input_delay [expr $clk_period * $clk_io_pct] -clock clk0 $non_clock_inputs
set_output_delay [expr $clk_period * $clk_io_pct] -clock clk0 [all_outputs]
==> flow_metrics.tcl <==
# yosys + openroad results
set metrics [dict create \
    status "completed" \
    fp_util 0.1201 \
    ios 6 \
    dp_slack_ps 1007 \
    grt_pass1_wl_mm 1.428 \
    grt-ovfl-total 0 \
    cp.required_ps 3350 \
    ctsHoldBuffers 0 \
    ys_seq_share 0.4909 \
    holdWs_ps 517.4 \
    die_x_um 80 \
    yosysUniqueCellTypes 21 \
    critical_path_class "in2reg" \
    top_cells_by_area "dfrtp_1 43%, dfstp_2 6.4%, a21oi_1 4.9%, nor2_8 4.9%, nor2_1 4.6%" \
    static-leakage-power_uw 0.0002252 \
    netlist.top_cell.by_area "dfrtp_1" \
    final_cell_mix "7 x dfrtp_1, 5 x nor2_1, 5 x clkdlybuf4s50_1" \
    numCtsBuffers 3 \
    netlist_instances 37 \
    final_cells 91 \
    cap_violations 0 \
    grt_pass1_vias 291 \
    crit_arrival_ps 2070 \
    clockBufferDepth 2 \
    relSlewSlack 0.7051 \
    synth_flop_count 8 \
    wl_per_cell_um 8.835 \
    rows 21 \
    grt_max_degree 10 \
    first_pass_iters 5 \
    final.setup_skew_ps 13.67 \
    port_buffers 5 \
    post_cts_resized 0 \
    insertion_delay_ps 260 \
    n_antenna_cell 0 \
    drive_above_1_share 0.2667 \
    cts.sinks 8 \
    cp-end-kind "flop" \
    warnings 25 \
    rsz0062_at_grt "no" \
    antenna_found_initial 0 \
    powerDensity_nw_per_um2 548.1 \
    routed_wl_um 804 \
    worst_pin_slew_ps 441.0 \
    slew_viol_final 0 \
    ys_area_um2 410.4 \
    setup_violations 0 \
    worstPathMaxFanout 9 \
    core_area_um2 3416 \
    cts_root_buf "clkbuf_4" \
    h-tree-depth 1 \
    worstHoldPathType "reg2reg" \
    totalNegativeSetupSlack_ps 0 \
    layout_top_cell "dfrtp_1" \
    finalCritPeriodShare 0.6011 \
    via_per_inst 3.242 \
    cp-start-kind "input port" \
    vias 295 \
    fill_cells 394 \
    place_inst 87 \
    clk_pin_slew_ps 60 \
    max_freq_mhz 519.9 \
    finalCoreUtilization 0.1560 \
    synth_top_area_share 0.4268 \
    cts_tree "yes" \
    drtIter0Drc 8 \
    vdd_drop_max_v 0.0002857 \
    area.growth.synth_to_final_pct 29.88 \
    hold_viol_final 0 \
    postCtsSetupBuffers 0 \
    place.gp.congestion 0.8326 \
    drc 0 \
    syn_area_per_cell_um2 11.09 \
    die_height_um 80 \
    period_minus_slack_ps 1924 \
    yosysCellCount 37 \
    synth_area_um2 410.4 \
    dp_hpwl_um 633.7 \
    ant_nets 0 \
    yosys_warnings 1 \
    die_area_um2 6400 \
    grt.total_usage 0.02796 \
    setup_slack_ps 1276 \
]
logic make-up after synthesis:
logic type | synth area share
AND-OR/OR-AND | 0.2012
AND/OR/NAND/NOR | 0.2012
flip-flops | 0.4909
buffers and inverters | 0.04571
multiplexers | 0.06097
worst paths after layout:
path                              startpoint            to  slack, ps  cells after the start
worst max-delay path              Buttons[1]  WatchRunning       1280                      5
worst min-delay path            WatchRunning  WatchRunning        520                      1
worst max register to register      state[5]  WatchRunning       1780                      4
worst min register to register  WatchRunning  WatchRunning        520                      1
max in group asynchronous          nSysReset      state[0]       2240                      1
min in group asynchronous          nSysReset    WatchReset        650                      1
through the flow:
step | total power, uW | area [um2]
floorplan | 183.9 | 410.4
global placement | 212.5 | 506.7
detailed placement | 214.1 | 506.7
CTS | 298.7 | 533.0
global route | 316.4 | 533.0
finish | 292.2 | 533.0
state kept, by name (all words and copies together) (netlist names):
register,cells
WatchReset,1
WatchRunning,1
state,6
routing by layer:
| metal | track usage | part of all wire | vias up |
|---|---|---|---|
| li1 | - | - | 146 |
| met1 | 0.04195 | 0.57 | 135 |
| met2 | 0.03451 | 0.33 | 14 |
| met3 | 0.01705 | 0.10 | 0 |
| met4 | 0 | 0 | 0 |
| met5 | 0 | 0 | - |
Yosys cell counts (all sizes together):
cell type	n
a2bb2oi	1
inv	2
nor3	1
o21ai	4
nor2	6
nand3b	1
buf	1
o211ai	1
nand2	2
and3	1
dfstp	1
o21a	1
mux2	1
mux2i	1
a21oi	5
nor4	1
dfrtp	7
critical path, cell delays in order:
cell and delay [ps]:
clkdlybuf4s50_1 630, nor2_8 210, a2bb2oi_2 200, o21ai_2 80, mux2_4 300
power by group:
part	leakage (uW)	switching (uW)	internal [uW]	total [uW]
Combinational	0.000105	29.9	50.7	80.6
Sequential	0.000105	14.4	115	130
Clock	0.0000150	34.2	47.7	81.9
area by class of cell:
class / count / area (um2) / share of cell area
clock buffers: 4 / 26.28 / 0.04930
inverters: 2 / 7.507 / 0.01408
multi-input cells: 26 / 190.2 / 0.3568
flip-flops and latches: 8 / 201.4 / 0.3779
well taps: 46 / 57.56 / 0.1080
repair buffers: 5 / 50.05 / 0.09390
Power and IR drop assume default switching activity.
