[design/flow/run.sh]
#!/bin/bash
# OpenROAD 26Q1-2900-gdf79404cd8, Yosys 0.63+post, stock flow scripts
make -C /OpenROAD-flow-scripts/flow DESIGN_CONFIG=/design/flow/config.mk WORK_HOME=/design/flow/orfs finish
[design/flow/config.mk]
export PLATFORM = sky130hd
export DESIGN_NAME = updownCounter
export DESIGN_NICKNAME = updownCounter
export VERILOG_FILES = /design/flow/design.v
export SDC_FILE = /design/flow/constraint.sdc
export NUM_CORES = 4
export LEC_CHECK = 1
export CORE_AREA = 10 10 77 77
export DIE_AREA = 0 0 87 87
[design/flow/constraint.sdc]
current_design updownCounter

set clk_period 3.0
set clk_io_pct 0.2

create_clock -name clk0 -period $clk_period [get_ports {Clock}]

set non_clock_inputs [all_inputs -no_clocks]
set_input_delay [expr $clk_period * $clk_io_pct] -clock clk0 $non_clock_inputs
set_output_delay [expr $clk_period * $clk_io_pct] -clock clk0 [all_outputs]
[design/flow/design.v]
`timescale 1ns/1ns
module updownCounter (
    input Clock, Reset, Enable, Load, Up1Dn0,
    input  [7:0] Data,
    output reg [7:0] Q
  );
  always @(posedge Clock or posedge Reset) begin : blk
      if (Reset)
		    Q <= 0;
		else begin
		    if (Enable) begin
			     if (Load)
				      Q <= Data;
				  else begin
                  case (Up1Dn0)
                      1'b1: Q <= Q + 1;
                      1'b0: Q <= Q - 1;
                  endcase
				  end
	       end					  
	   end
	end
endmodule
==> GITHUB_STEP_SUMMARY <==
### Flow metrics

| Metric | Value |
|---|---|
| Crit path launch | `Up1Dn0` |
| Global-route wire length before repair | `2960 um` |
| Num rows | `24` |
| Top cell area share | `0.305` |
| Slew HR | `0.627` |
| Clock Skew | `0.00478 ns` |
| Maximum vdd drop | `198 uV` |
| Clock root buffer | `clkbuf_8` |
| Die y size | `87 um` |
| Tool warnings | `25` |
| Initial antenna violation count | `0` |
| Main area contributors | `dfrtp_1, ha_1, a21oi_1` |
| HP Class | `reg -> reg` |
| Synth Warn # | `1` |
| R2R Path Start | `Q[2]$_DFFE_PP0P_` |
| P_sw | `179 uW` |
| Final Hold Fails | `0` |
| Cell Int Power | `371 uW` |
| Maxcap violations | `0` |
| PwrDens | `576 nW/um^2` |
| Die Width | `87 um` |
| Initial DRT Pass Iterations | `4` |
| WHS | `0.557 ns` |
| CP Launch Type | `input port` |
| CTS Sinks | `8` |
| Setup crit end kind | `flip-flop` |
| Switching power share of the total | `0.325` |
| FF-to-FF path depth | `6` |
| RSZ-0062 raised after global routing | `no` |
| Clk ins delay skew pair | `0.23 ns` |
| Tightest Pin Transition | `0.558 ns` |
| Clock group share of total power | `0.235` |
| I/O Buffers | `20` |
| Post-DP HPWL | `1390 um` |
| Vias per cell | `3.95` |
| Fin. max-slew vios | `0` |
| Pin count of the biggest net entering global routing | `17` |
| Register area share after synthesis | `0.305` |
| Number of enable flip-flop cells | `0` |
| Largest registers | `Q x8` |
| Post-CTS Setup Bufs | `0` |
| CTS tree | `yes` |
| Final ANT Viol Nets | `0` |
| R2R setup slack | `1.03 ns` |
| Fillers | `465` |
| Flop pwr share | `0.291` |
| Top reg by flops | `Q` |
| CTS Hold Bufs | `0` |
| Max FFs per register | `8` |
| Synth cell count leaders | `a21oi_1, dfrtp_1, nor2_1` |
| Setup TNS Final | `0 ns` |
| FP Util | `0.151` |
| Core Region | `4350 sq um` |
| Clock buffer count from CTS | `3` |
| Status | `finished, final reports clean` |
| Routed wire length | `1720 um` |
| Gate Count Post-Synth | `76` |
| Via count | `588` |
| Resized cells post-CTS | `0` |
| Fmax | `382 MHz` |
| Most common reg cell | `dfrtp_1` |
| Clock H-tree levels | `1` |
| Worst-path clk slew | `0.04 ns` |
| Max clock buf depth | `2` |
| Worst reg2reg endpoint | `Q[7]$_DFFE_PP0P_` |
| Grt ovf | `0` |
| Combinational fraction of design power | `0.474` |
| Area Overhead vs Synth | `45.6%` |
| GPL Wtd Cong | `0.779` |
| N_diodes | `0` |
| Asr flop ratio synth | `1.00` |
| Initial drt markers | `17` |
| Worst EP arrival | `2.74 ns` |
| Crit path capture | `Q[7]$_DFFE_PP0P_` |
| Cell count in the Yosys report | `76` |
| Total track usage | `0.0473` |
| Worst setup margin | `0.385 ns` |
| Post-place setup slack | `0.146 ns` |
| Setup Crit Path Kind | `in -> reg` |
| Die Area | `7570 sq um` |
| Drt wl/cell | `11.5 um` |
| Pwr Total | `550 uW` |
| Vias in the first global route | `644` |
| Top Ports | `21` |
| Crit path DRT | `3.13 ns` |
| Finish-stage setup viols | `0` |
| Final worst path period need | `2.61 ns` |
| Layout cells sized above 1 | `0.103` |
| Seq cells post-synth | `8` |
| Mean post-synth cell area | `8.63 sq um` |
| Period utilization | `0.872` |
| Yosys chip area | `656 sq um` |
| Pleak | `0.385 nW` |
| Crit Path Max Fanout | `7` |
| Mapped Area | `656 sq um` |
| Top-count cell post-synth | `a21oi_1` |
| Unique cell types | `27` |
| Cell type with the largest total area | `dfrtp_1` |
| DRC | `0` |
==> layout make-up <==
class                           count  area, sq um  area share
Clock buffer                        3         41.3      0.0433
Inverter                            4         15.0      0.0157
Multi-Input combinational cell     62          433       0.453
Sequential cell                     8          200       0.210
Tap cell                           52         65.1      0.0682
Timing Repair Buffer               20          200       0.210
==> cell families after synthesis <==
family                     share of synthesized area
and+or+nand+nor                                0.164
buffers and inverters                         0.0343
AOI/OAI and AO/OA                              0.292
DFF                                            0.305
muxes                                         0.0324
adders and majority gates                      0.145
xor gates and xnor gates                      0.0267
==> power groups by stage <==
stage / registers (mW) / clock network (mW) / logic (mW)
finish: 0.160 / 0.129 / 0.261
global route: 0.165 / 0.141 / 0.299
CTS: 0.161 / 0.131 / 0.265
==> cell usage in the layout (no fill, tap or decap) <==
master	Yosys	routed
o21ai_0	6	6
or3_1	1	1
a21oi_2	1	1
nand3_1	3	3
inv_1	4	4
mux2_2	1	1
a31oi_1	2	2
a21oi_1	10	10
nor3_1	1	1
clkbuf_8	0	3
mux2i_1	1	1
dfrtp_1	8	8
o311ai_2	1	1
o31a_1	1	1
o21bai_1	1	1
a211oi_1	3	3
fa_1	1	1
nand2b_1	1	1
nor2b_1	2	2
nor2_1	7	7
and2_4	1	1
nand2_1	5	5
ha_1	6	6
a21o_2	3	3
nand4b_1	1	1
a211o_1	1	1
clkdlybuf4s50_1	0	20
xnor2_1	2	2
==> worst min path at each step <==
stage	cells past startpoint	startpoint	endpoint	slack, ns
CTS	1	Q[7]$_DFFE_PP0P_	Q[7]$_DFFE_PP0P_	0.56
finish	1	Q[7]$_DFFE_PP0P_	Q[7]$_DFFE_PP0P_	0.56
global route	2	Q[3]$_DFFE_PP0P_	Q[3]$_DFFE_PP0P_	0.59
==> through the flow <==
step | instance area [sq um] | instances | utilization
detailed placement | 913 | 146 | 0.210
finish | 955 | 149 | 0.219
floorplan | 656 | 76 | -
global route | 955 | 149 | 0.219
global placement | 913 | 146 | 0.210
CTS | 955 | 149 | 0.219
==> worst max-delay path, cell delays in order <==
cell and delay [ns]:
clkdlybuf4s50_1 0.50, inv_1 0.15, ha_1 0.39, a21oi_2 0.22, a211oi_1 0.10, or3_1 0.37
and2_4 0.17, o311ai_2 0.24
==> per-layer routing <==
layer  wire length, um  part of all wire  track usage  up-vias
met4                 9            0.0052      0.00736        0
met1               847              0.49       0.0617      252
li1                  -                 -            -      323
met5                 0                 0            0        -
met2               779              0.45       0.0759       11
met3                83             0.048       0.0151        2
Power figures rest on the tool's default switching activity, not on a simulated workload.
