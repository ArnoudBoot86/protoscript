## run.sh

```bash
#!/bin/bash
# OpenROAD 26Q1-2900-gdf79404cd8, Yosys 0.63+post, stock flow scripts
make -C /OpenROAD-flow-scripts/flow DESIGN_CONFIG=/design/flow/config.mk WORK_HOME=/design/flow/orfs finish
```

## config.mk

```make
export PLATFORM = sky130hd
export DESIGN_NAME = alu
export DESIGN_NICKNAME = alu
export VERILOG_FILES = /design/flow/design.v
export SDC_FILE = /design/flow/constraint.sdc
export NUM_CORES = 4
export LEC_CHECK = 1
export CORE_UTILIZATION = 30
```

## constraint.sdc

```tcl
current_design alu

set clk_period 6.7
set clk_io_pct 0.2

create_clock -name clk0 -period $clk_period [get_ports {Clock}]

set non_clock_inputs [all_inputs -no_clocks]
set_input_delay [expr $clk_period * $clk_io_pct] -clock clk0 $non_clock_inputs
set_output_delay [expr $clk_period * $clk_io_pct] -clock clk0 [all_outputs]
```

## design.v

```verilog
`timescale 1ns/1ns
module alu (
    input Clock,
    input signed [7:0] A, B,
    input [3:0] Op,
    output reg signed [7:0] F,
    output reg Cout, Equal
  );
  reg signed [7:0] tempf;
  always @(posedge Clock) begin
      F <= tempf;
  end
  always @* begin : async
      if (A == B)
		    Equal = 1'b1;
		else
		    Equal = 1'b0;
		case (Op)
		    4'b0 : {Cout, tempf} = A + B;
			 4'b1 : {Cout, tempf} = A - B;
			 4'b10 : {Cout, tempf} = B - A;
			 4'b0100 : {Cout, tempf} = {A[7], A};
			 4'b0101 : {Cout, tempf} = {B[7], B};
			 4'b0110 : {Cout, tempf} =  -A;
			 4'b0111 : {Cout, tempf} =  -B;
			 4'b1000 : {Cout, tempf} = {A[7],A[6:0],1'b0};  
			 4'b1001 : {Cout, tempf} = {1'b0,1'b0,A[7:1]};  
			 4'b1010 : {Cout, tempf} = {A[7:0],A[7]};  
			 4'b1011 : {Cout, tempf} = {1'b0,A[0],A[7:1]};  
			 4'b1110 : {Cout, tempf} = 0;
			 4'b1111 : {Cout, tempf} = -1;
			 default : {Cout, tempf} = 0;  
		endcase
  end
endmodule
```

==> results.json <==
{
  "async_flop_share_pct": 0,
  "place_hpwl_mm": 4.49,
  "worst-path-buf-inv": 3,
  "gp_congestion": 0.900,
  "cp.required_ns": 5.36,
  "grt.overflow.total": 0,
  "post-route-min-period_ns": 6.06,
  "setup-tns-final_ns": 0,
  "finalWirelength_mm": 5.69,
  "ff_type": "dfxtp_1",
  "reg.largest.list": "F (8)",
  "warnings": 26,
  "arrival_ns": 4.72,
  "port_buffers": 30,
  "grt_pass1_vias": 1825,
  "synth_area_sq_um": 1890,
  "initCoreUtil_pct": 31.6,
  "drc": 0,
  "cap_violations": 0,
  "cts-resized-gates": 0,
  "slew_headroom_pct": 59.6,
  "dr_total_vias": 1965,
  "slowest_delay_ns": 0.58,
  "core_sq_um": 5990,
  "ys_cells": 259,
  "dpl_worst_slack_ns": 0.661,
  "cts-htree-levels": 1,
  "io_pins": 31,
  "place_inst": 353,
  "track_usage_pct": 18.7,
  "ys.flops": 8,
  "cts_made_buffers": 3,
  "clock.fmax_ghz": 0.165,
  "syn_to_final_growth_pct": 20.6,
  "clk_pin_slew_ns": 0.05,
  "cp_max_fo": 7,
  "synthCells": 259,
  "firstDrtPassIters": 4,
  "layout.cells.non_filler": 356,
  "fillCellCount": 620,
  "clk_path_buf_depth": 2,
  "min_path_type": "input port to flip-flop",
  "diodes": 0,
  "largest_reg_flops": 8,
  "lay_top_count": "clkdlybuf4s50_1",
  "antenna_found_initial": 0,
  "cp_slowest_cell": "clkdlybuf4s50_1",
  "drive_gt1_share_pct": 6.76,
  "grt_pass1_wl_mm": 9.34,
  "setup_viol": 0,
  "rows": 28,
  "synth_cell_types": 58,
  "crit_type": "input port to output port",
  "design_area_sq_um": 2280,
  "holdWs_ns": 2.03,
  "clockRootBuffer": "clkbuf_8",
  "grt_max_degree": 32,
  "path_cells": "clkdlybuf4s50_1 > inv_1 > ha_1 > or3b_4 > nor2b_1 > xnor2_1 > ha_1 > and2_1 > o21ai_0 > a31oi_1 > xnor2_1 > o2111ai_1 > clkdlybuf4s50_1",
  "cts_hold_buf": 0,
  "dieArea_sq_um": 6620,
  "cts_sinks": 8,
  "outcome": "finished clean",
  "die_y_microns": 81.4,
  "die_w_microns": 81.4,
  "syn_avg_cell_area_sq_um": 7.30,
  "critPathTopFamily": "buffers and inverters",
  "ff_latch_area_sq_um": 160,
  "ys_chip_area_sq_um": 1890,
  "rsz0062_at_grt": "no",
  "dpl_cell_area_sq_um": 2240,
  "hold_violations": 0,
  "worst_pin_slew_ns": 0.597,
  "tritoncts": "yes",
  "fin_crit_sh_pct": 90.4,
  "final_layout_top_logic_cells": "30 x clkdlybuf4s50_1, 21 x nor2_1, 21 x nand2_1",
  "comb_area_sq_um": 1590,
  "p_per_area_nw_per_um2": 127,
  "edf_count": 0,
  "postSynthSeqShare_pct": 8.47,
  "drtIter0Drc": 206,
  "ant_nets": 0,
  "ys_warn_count": 1,
  "crit_path_end_kind": "output port",
  "ir_drop_v": 0.0000461,
  "setup_slack_ns": 0.645,
  "post_cts_buffers": 0,
  "finalMaxSlewViolations": 0,
  "cp-start-kind": "input port",
  "wl_per_cell_microns": 16.0,
  "top_register": "F",
  "p_leak_uw": 0.000903,
  "via_per_inst": 5.52
}
## stage by stage
step | util (%) | total power (uW)
floorplan | - | 170
global placement | 37.4 | 227
detailed placement | 37.4 | 228
CTS | 38.1 | 293
global route | 38.1 | 315
finish | 38.1 | 290
## synthesized netlist by cell type (3+ instances only)
library cell / instances / area [sq um]
nand4_1: 3 / 18.8
mux2i_1: 5 / 50.1
nor3b_1: 3 / 22.5
nand2b_1: 3 / 18.8
nand2_1: 21 / 78.8
xnor2_1: 20 / 175
inv_1: 15 / 56.3
dfxtp_1: 8 / 160
nor2b_1: 6 / 37.5
ha_1: 18 / 225
clkbuf_1: 3 / 11.3
a21o_1: 4 / 30.0
and2_1: 3 / 18.8
nor2_1: 21 / 78.8
o211ai_1: 3 / 22.5
buf_2: 8 / 40.0
nor3_1: 9 / 45.0
or3_1: 3 / 18.8
nand3_1: 7 / 35.0
xor2_1: 4 / 35.0
o21a_1: 3 / 22.5
o21ai_0: 15 / 75.1
a211oi_1: 7 / 52.6
a21oi_1: 20 / 100
## final timing paths
| path | start | to | cells past startpoint |
|---|---|---|---|
| min | Op[3] | F[0] | 3 |
| max | A[1] | Cout | 13 |
## tightest hold or removal path, delay by kind of cell
family                 cells  cell delay [ns]
buffers and inverters      2             0.70
AND-OR/OR-AND              1             0.18
## per-layer routing
metal / vias up / global-route usage (%) / part of all wire, %
met5: - / 0 / 0
met4: 0 / 3.39 / 1.7
met3: 6 / 1.48 / 6.6
met2: 75 / 28.7 / 45
met1: 891 / 28.7 / 47
li1: 993 / - / -
## where the power goes
group	switching [uW]	total, uW	internal [uW]
Clock	22.1	61.3	39.2
Sequential	1.47	56.2	54.8
Combinational	88.5	173	84.0
## cell families after synthesis
family / share of synthesized area, %
buffers and inverters: 7.35
adders and majority gates: 14.0
DFF: 8.47
AOI/OAI and AO/OA: 27.5
xor gates and xnor gates: 11.1
and+or+nand+nor: 26.5
muxes: 5.03
## area by class of cell
type | count | share of cell area [%]
sequential | 8 | 7.02
clock buffer | 3 | 1.81
tap | 75 | 4.11
timing repair buffer | 35 | 14.8
inverter | 15 | 2.47
multi-input combinational | 220 | 69.8
No activity file was given, so power comes from the tool's default toggle rates.
